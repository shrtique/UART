--- design/flow/run.sh ---
#!/bin/bash
# OpenROAD 26Q1-2900-gdf79404cd8, Yosys 0.63+post, stock flow scripts
make -C /OpenROAD-flow-scripts/flow DESIGN_CONFIG=/design/flow/config.mk WORK_HOME=/design/flow/orfs finish
--- design/flow/config.mk ---
export PLATFORM = sky130hd
export DESIGN_NAME = UART_top_module
export DESIGN_NICKNAME = UART_top_module
export VERILOG_FILES = /design/flow/design.v
export SDC_FILE = /design/flow/constraint.sdc
export NUM_CORES = 4
export LEC_CHECK = 1
export CORE_UTILIZATION = 50
export SYNTH_HDL_FRONTEND = slang
--- design/flow/constraint.sdc ---
current_design UART_top_module

set clk_period 2.6
set clk_io_pct 0.2

create_clock -name clk0 -period $clk_period [get_ports {i_clk}]

set non_clock_inputs [all_inputs -no_clocks]
set_input_delay [expr $clk_period * $clk_io_pct] -clock clk0 $non_clock_inputs
set_output_delay [expr $clk_period * $clk_io_pct] -clock clk0 [all_outputs]
--- design/flow/design.v ---
`timescale 1ns / 1ns
module BaudTickGen # (
  parameter         CLK_FREQ     = 100000000,
  parameter         BAUD_RATE    = 115200,
  parameter         OVERSAMPLING = 16,
  parameter         INC_LIM      = int'(real'(CLK_FREQ)/ ( BAUD_RATE * OVERSAMPLING )),
  parameter         CNT_WIDTH    = $clog2(INC_LIM) 
)(
  input  logic i_clk,
  input  logic i_aresetn,
  output logic baud_tick
);
logic [CNT_WIDTH-1:0] counter;
always_ff @ ( posedge i_clk, negedge i_aresetn ) begin
  if ( ~i_aresetn ) begin
    counter   <= '0;
    baud_tick <= 1'b0;
  end else begin
    counter   <= ( counter == INC_LIM - 1 ) ? '0 : ( counter + 1 );
    baud_tick <= ( counter == INC_LIM - 1 ) ? 1'b1 : 1'b0;
  end
end
endmodule
`timescale 1ns / 1ns
module UART_RX # (
  parameter         CLK_FREQ     = 100000000,
  parameter         BAUD_RATE    = 115200,
  parameter         OVERSAMPLING = 16
)(
  input  logic       i_clk,
  input  logic       i_aresetn,
  input  logic       i_rx_data,
  output logic [7:0] o_rx_data,
  output logic       o_rx_done,
  output logic       o_rx_busy
);
logic baud_tick;
BaudTickGen # (
  .CLK_FREQ     ( CLK_FREQ     ),
  .BAUD_RATE    ( BAUD_RATE    ),
  .OVERSAMPLING ( OVERSAMPLING )
) TX_BaudTickGen (
  .i_clk     ( i_clk     ),
  .i_aresetn ( i_aresetn ),
  .baud_tick ( baud_tick )
);
logic [0:1] sync_rx;
always_ff @ ( posedge i_clk ) begin
    sync_rx <= {i_rx_data, sync_rx[0]};
end
logic [0:2] filter_window;
logic       filtered_rx;
always_ff @ ( posedge i_clk ) begin
  if ( baud_tick ) begin
    filter_window <= {sync_rx[1], filter_window[0:1]};
  end 
end
always_ff @ ( posedge i_clk, negedge i_aresetn ) begin
  if ( ~i_aresetn ) begin
    filtered_rx <= 1'b1;
  end else begin
    filtered_rx <= ( filter_window[0] & filter_window[1] ) | 
                   ( filter_window[0] & filter_window[2] ) | 
                   ( filter_window[1] & filter_window[2] );
  end
end
typedef enum logic [1:0] {IDLE, START, DATA, STOP} statetype;
statetype state, nextstate;
logic [2:0] bit_counter, reg_bit_counter;
logic [3:0] samples_counter, reg_samples_counter;
always_ff @ ( posedge i_clk, negedge i_aresetn ) begin
  if ( ~i_aresetn ) begin
    state <= IDLE;
  end else begin
    state <= nextstate;
  end	
end
logic       rx_done;
logic       rx_busy;
logic [7:0] rx_data;
always_ff @ ( posedge i_clk, negedge i_aresetn ) begin
  if ( ~i_aresetn ) begin
    o_rx_done           <= 1'b0;
    o_rx_busy           <= 1'b0;
    reg_bit_counter     <= '0;
    reg_samples_counter <= '0;
  end else begin
    o_rx_done           <= rx_done;
    o_rx_busy           <= rx_busy;
    reg_bit_counter     <= bit_counter;
    reg_samples_counter <= samples_counter;
  end	
end
always_ff @ ( posedge i_clk ) begin
  o_rx_data <= rx_data;
end
always_comb begin
  nextstate       = state;
  rx_data         = o_rx_data;
  rx_done         = 1'b0;
  rx_busy         = o_rx_busy;
  bit_counter     = reg_bit_counter;
  samples_counter = reg_samples_counter;
  case ( state)
    IDLE : begin
      if ( ( ~filtered_rx ) && ( baud_tick ) ) begin
      	rx_busy         = 1'b1;
      	samples_counter = reg_samples_counter + 1;
        nextstate       = START;
      end
    end
    START : begin
      if ( baud_tick ) begin
        if ( reg_samples_counter == 7 ) begin
          samples_counter = 0;
          bit_counter     = 0;
          nextstate       = DATA;
        end else begin
          samples_counter = reg_samples_counter + 1;
          nextstate = START;
        end
      end
    end
    DATA : begin
      if ( baud_tick ) begin
        if ( reg_samples_counter == 15 ) begin
          rx_data         = {filtered_rx, o_rx_data[7:1]};
          samples_counter = 0;
          if ( bit_counter == 7 ) begin
            nextstate = STOP;
          end else begin
            bit_counter = reg_bit_counter + 1;
            nextstate   = DATA;
          end
        end else begin
          samples_counter = reg_samples_counter + 1;
          nextstate       = DATA;
        end	
      end
    end
    STOP : begin
      if ( baud_tick ) begin
        if ( reg_samples_counter == 15 ) begin	
          rx_done         = 1'b1;
          rx_busy         = 1'b0;
          samples_counter = 0;
          nextstate = IDLE;
        end else begin
          samples_counter = reg_samples_counter + 1;
          nextstate       = STOP;
        end   
      end
    end
  endcase
end
endmodule
`timescale 1ns / 1ns
module UART_TX # (
  parameter         CLK_FREQ     = 100000000,
  parameter         BAUD_RATE    = 115200,
  parameter         OVERSAMPLING = 1  
)(
  input  logic       i_clk,
  input  logic       i_aresetn,
  input  logic       i_rx_busy,
  input  logic       i_tx_start,
  input  logic [7:0] i_tx_data,
  output logic       o_tx_data,
  output logic       o_tx_done
);
logic baud_tick;
BaudTickGen #(
  .CLK_FREQ     ( CLK_FREQ     ),
  .BAUD_RATE    ( BAUD_RATE    ),
  .OVERSAMPLING ( OVERSAMPLING )
) TX_BaudTickGen (
  .i_clk     ( i_clk     ),
  .i_aresetn ( i_aresetn ),
  .baud_tick ( baud_tick )
);
typedef enum logic [1:0] {IDLE, START, DATA, STOP} statetype;
statetype state, nextstate;
logic       tx_data;
logic       tx_done;
logic [7:0] data_shifter, reg_data_shifter;
logic [2:0] bit_cnt, reg_bit_cnt;
always_ff @ ( posedge i_clk, negedge i_aresetn ) begin
    if ( ~i_aresetn ) begin
      state <= IDLE;
    end else begin
      state <= nextstate;
    end	
end
always_ff @ ( posedge i_clk, negedge i_aresetn ) begin
    if ( ~i_aresetn ) begin
      o_tx_data   <= 1'b1;
      o_tx_done   <= 1'b1;
      reg_bit_cnt <= '0;
    end else begin
      o_tx_data   <= tx_data;
      o_tx_done   <= tx_done;
      reg_bit_cnt <= bit_cnt;
    end	
end
always_ff @ ( posedge i_clk ) begin
  reg_data_shifter <= data_shifter;
end
always_comb begin
  nextstate    = state;
  tx_data      = o_tx_data;
  tx_done      = o_tx_done;
  data_shifter = reg_data_shifter;
  bit_cnt      = reg_bit_cnt;
  case ( state )
    IDLE : begin
      if ( ( i_tx_start ) && ( ~i_rx_busy ) ) begin
      	tx_data      = 1'b0;
      	tx_done      = 1'b0;
      	data_shifter = i_tx_data;
        nextstate    = START;
      end
    end
    START : begin
      if ( baud_tick ) begin
      	tx_data      = reg_data_shifter[0];
        data_shifter = {1'b0, reg_data_shifter[7:1]};
        nextstate    = DATA;
      end
    end
    DATA : begin
      if ( baud_tick ) begin
      	if ( reg_bit_cnt == 7 ) begin
          tx_data   = 1'b1;
          bit_cnt   = '0;
          nextstate = STOP;
        end else begin
          tx_data      = reg_data_shifter[0];
          data_shifter = {1'b0, reg_data_shifter[7:1]};
          bit_cnt      = reg_bit_cnt + 1;
          nextstate    = DATA;
        end
      end
    end
    STOP : begin
      if ( baud_tick ) begin
        tx_done   = 1'b1;
        nextstate = IDLE;
      end
    end
    default : nextstate = IDLE;
  endcase
end
endmodule
`timescale 1ns / 1ns
module UART_top_module # (
  parameter         CLK_FREQ     = 100000000,
  parameter         BAUD_RATE    = 115200,
  parameter         OVERSAMPLING = 16
)(	
  input  logic       i_clk,       
  input  logic       i_aresetn,   
  input  logic       i_rx_data,   
  output logic [7:0] o_rx_data,   
  output logic       o_rx_done,   
  output logic       o_rx_busy,   
  input  logic       i_rx_busy,   
  input  logic       i_tx_start,  
  input  logic [7:0] i_tx_data,   
  output logic       o_tx_data,   
  output logic       o_tx_done    
);
UART_RX # (
  .CLK_FREQ     ( CLK_FREQ     ),
  .BAUD_RATE    ( BAUD_RATE    ),
  .OVERSAMPLING ( OVERSAMPLING )
) UART_RX (
  .i_clk     ( i_clk     ),
  .i_aresetn ( i_aresetn ),
  .i_rx_data ( i_rx_data ),
  .o_rx_data ( o_rx_data ),
  .o_rx_done ( o_rx_done ),
  .o_rx_busy ( o_rx_busy )
);
UART_TX # (
  .CLK_FREQ     ( CLK_FREQ  ),
  .BAUD_RATE    ( BAUD_RATE ),
  .OVERSAMPLING ( 1         )
) UART_TX (
  .i_clk      ( i_clk      ),
  .i_aresetn  ( i_aresetn  ),
  .i_rx_busy  ( i_rx_busy  ),
  .i_tx_start ( i_tx_start ),
  .i_tx_data  ( i_tx_data  ),
  .o_tx_data  ( o_tx_data  ),
  .o_tx_done  ( o_tx_done  )
);
endmodule
==> impl_metrics.env <==
# flow metrics
export IMPL_clk_pin_slew_ps=70
export IMPL_synth_flop_count=62
export IMPL_drive_gt1_share_pct=15.1
export IMPL_synth_edff_count=19
export IMPL_grtUsageTotal_pct=17.2
export IMPL_rsz0062_at_grt="no"
export IMPL_final_antenna_net_count=0
export IMPL_r2r_slack_ps=980
export IMPL_setup_tns_ps=0
export IMPL_arrival_ps=1330
export IMPL_finalCritPeriodShare_pct=71.3
export IMPL_crit_path_end_kind="output pin"
export IMPL_drc=0
export IMPL_critPathBufInv=1
export IMPL_globalplace_congestion=0.899
export IMPL_io_buffers=24
export IMPL_p_leak_nw=1.30
export IMPL_async_flop_share_pct=66.1
export IMPL_drt_iter0_markers=75
export IMPL_post_place_ws_ps=649
export IMPL_fill_cells=390
export IMPL_cts_buffer_depth=2
export IMPL_timing_slew_headroom_pct=56.8
export IMPL_critPathRequiredTime_ps=2080
export IMPL_cp_cell_sequence="clkdlybuf4s50_1"
export IMPL_worstSetupStartpointType="flop"
export IMPL_hold_violations=0
export IMPL_setup_viol=0
export IMPL_critPathMaxStageDelay_ps=540
export IMPL_ys_cells=220
export IMPL_critical_path_top_delay_family="flip-flops"
export IMPL_cts_hold_buf=0
export IMPL_flop_cell="dfrtp_1"
export IMPL_firstDrtPassIters=4
export IMPL_post_cts_buffers=0
export IMPL_vdd_drop_max_uv=413
export IMPL_area_growth_pct=21.5
export IMPL_yosysTopAreaCellShare_pct=34.1
export IMPL_fin_crit_ps=1850
export IMPL_grt_max_degree=30
export IMPL_top_area_cell="dfrtp_1"
export IMPL_numCtsBuffers=9
export IMPL_cts_root_buf="clkbuf_8"
export IMPL_initCoreUtil_pct=51.8
export IMPL_cap_violations=0
export IMPL_topCellsByArea="dfrtp_1 (34%), edfxtp_1 (22%), dfstp_2 (5.0%), ha_1 (4.3%), mux2_2 (3.8%)"
export IMPL_cts_num_sinks=62
export IMPL_fmax_ghz=0.539
export IMPL_wl_per_cell_um=12.5
export IMPL_synth_area_per_cell_um2=12.0
export IMPL_cts_resized=0
export IMPL_yosysChipArea_um2=2640
export IMPL_via_per_inst=5.17
export IMPL_worstSkewPairLatency_ps=330
export IMPL_common_cells="dfrtp_1 (36), nand2_1 (23), edfxtp_1 (19), o21ai_0 (14), nand3_1 (13)"
export IMPL_skew_ps=8.30
export IMPL_worst_slack_ps=746
export IMPL_hp_class="input port to async pin"
export IMPL_insertedDiodeCount=0
export IMPL_drt_total_wl_mm=4.13
export IMPL_antenna_found_initial=0
export IMPL_postSynthSeqShare_pct=62.1
export IMPL_tightest_slew_ps=648
export IMPL_grt_pass1_vias=1575
export IMPL_coreArea_um2=5110
export IMPL_rows=26
export IMPL_htreeDepth=3
export IMPL_grt_overflow_total=0
export IMPL_warnings=28
export IMPL_place_inst=313
export IMPL_path_max_fanout=3
export IMPL_synth_cells=220
export IMPL_synth_cell_types=40
export IMPL_slowest_stage="dfstp_2"
export IMPL_path_class="flop to output pin"
export IMPL_die_y_um=74.7
export IMPL_top_cell="dfrtp_1"
export IMPL_yosysWarnings=0
export IMPL_status="complete, no violations"
export IMPL_synthesis_area_um2=2640
export IMPL_cts_tree="built"
export IMPL_power_density_nw_per_um2=637
export IMPL_vias=1702
export IMPL_grt_pass1_wl_mm=6.92
export IMPL_die_x_um=74.7
export IMPL_slew_violations=0
export IMPL_die_area_um2=5580
export IMPL_final_cells=329
export IMPL_dp_hpwl_mm=2.77
export IMPL_ios=25
==> where the power goes <==
part           switching, mW  total (mW)  internal, mW
logic                 0.0163      0.0359        0.0195
registers            0.00134        1.01          1.00
clock network          0.366        1.00         0.639
total                  0.383        2.05          1.66
==> through the flow <==
step                hold WS, ps  util [%]  total power, mW  area, um2
finish                      211      62.9             2.05       3210
global placement            317      58.1             1.06       2970
detailed placement          325      58.1             1.06       2970
floorplan                   224         -             1.03       2640
global route                236      62.9             2.13       3210
CTS                         226      62.9             2.07       3210
==> cell usage in the layout (no fill, tap or decap), drive strengths merged, types with 4 or more instances in the layout <==
| master | Yosys | layout |
|---|---|---|
| a21oi | 10 | 10 |
| and3 | 6 | 6 |
| clkbuf | 2 | 9 |
| clkdlybuf4s50 | 0 | 23 |
| dfrtp | 36 | 36 |
| dfstp | 5 | 5 |
| edfxtp | 19 | 19 |
| ha | 9 | 9 |
| inv | 10 | 11 |
| mux2 | 9 | 9 |
| nand2 | 23 | 23 |
| nand2b | 7 | 7 |
| nand3 | 13 | 13 |
| nor2 | 15 | 15 |
| o21ai | 14 | 14 |
| xnor2 | 6 | 6 |
| xor2 | 4 | 4 |
==> cell type report <==
class	instances	area, um2	share of cell area, %
inverter	10	37.5	1.17
tap	70	87.6	2.73
clock inverter	7	120	3.74
clock buffer	9	124	3.86
sequential	62	1640	51.1
multi-input combinational	145	950	29.6
timing repair buffer	26	250	7.79
==> sequential cells by signal, indices dropped and copies added (netlist names), 4 cells and up <==
register,cells
UART_RX.o_rx_data,8
UART_TX.TX_BaudTickGen.counter,10
UART_RX.state,4
UART_RX.reg_samples_counter,4
UART_TX.reg_data_shifter,8
UART_TX.state,4
UART_RX.TX_BaudTickGen.counter,6
==> layer usage <==
layer / wire, um / vias to the layer above / track usage [%]
met5: 0 / - / 0
met4: 76 / 0 / 3.98
met3: 226 / 7 / 5.83
met2: 1760 / 42 / 24.0
met1: 2060 / 808 / 28.3
li1: - / 845 / -
==> final timing paths <==
check / to / cells after the start / startpoint
worst min register to register: UART_RX.sync_rx[1] / 0 / UART_RX.sync_rx[0]
worst min-delay path: UART_TX.reg_bit_cnt[1] / 1 / i_aresetn
max in group asynchronous: UART_RX.reg_bit_counter[2] / 2 / i_aresetn
min in group clk0: UART_RX.sync_rx[1] / 0 / UART_RX.sync_rx[0]
worst max-delay path: o_tx_done / 1 / UART_TX.o_tx_done
worst max register to register: UART_RX.o_rx_data[6] / 3 / UART_RX.reg_samples_counter[0]
==> kinds of logic (layout without fill, tap and decap cells) <==
kind of cell / after synthesis / in the layout / synth area share, %
xor gates and xnor gates: 10 / 10 / 3.31
adders and majority gates: 10 / 10 / 4.64
buffers and inverters: 13 / 52 / 1.94
DFF: 62 / 62 / 62.1
muxes: 11 / 11 / 4.59
AOI/OAI and AO/OA: 33 / 33 / 7.15
and+or+nand+nor: 81 / 81 / 16.2
Power and IR drop assume default switching activity.
